==> design/flow/design.v <==
`timescale 1ns / 1ps
module regFile(
    input clk,                       
    input we,                        
    input [4:0] rs1, rs2, wraddr,    
    input [31:0] wrdata,             
    output wire [31:0] rdout1, rdout2     
);
    reg [31:0] x [31:0];                  
    assign rdout1 = (we && (rs1 == wraddr)) ? wrdata : x[rs1];
    assign rdout2 = (we && (rs2 == wraddr)) ? wrdata : x[rs2];
    always @(posedge clk) begin
        x[0] <= 32'b0;
        if (we && wraddr != 5'b0) begin     
            x[wraddr] <= wrdata;           
        end
    end
endmodule
==> design/flow/run.sh <==
#!/bin/bash
# OpenROAD 26Q1-2900-gdf79404cd8, Yosys 0.63+post, stock flow scripts
make -C /OpenROAD-flow-scripts/flow DESIGN_CONFIG=/design/flow/config.mk WORK_HOME=/design/flow/orfs finish
==> design/flow/config.mk <==
export PLATFORM = sky130hd
export DESIGN_NAME = regFile
export DESIGN_NICKNAME = regFile
export VERILOG_FILES = /design/flow/design.v
export SDC_FILE = /design/flow/constraint.sdc
export NUM_CORES = 4
export LEC_CHECK = 1
export CORE_UTILIZATION = 40
==> design/flow/constraint.sdc <==
current_design regFile

set clk_period 18.7
set clk_io_pct 0.2

create_clock -name clk0 -period $clk_period [get_ports {clk}]

set non_clock_inputs [all_inputs -no_clocks]
set_input_delay [expr $clk_period * $clk_io_pct] -clock clk0 $non_clock_inputs
set_output_delay [expr $clk_period * $clk_io_pct] -clock clk0 [all_outputs]
==> changes_impl.md <==
### Physical design

* First-pass GRT wire length at 218 mm
* Cell count in the Yosys report at 2343
* Area fraction in compound gates at 0.0486
* Routed WL per cell at 36.8 um
* Yosys adder share at 0
* Min-delay worst type: primary input to flip-flop
* Net load switching power at 1.18 mW
* Ys async rst share at 0
* RSZ-0062 raised after global routing: no
* Die W at 346 um
* Top reg by flops: x
* Initial drt markers at 1694
* Largest registers: x (1024)
* Reg power frac at 0.495
* Final WS setup at 6.95 ns
* Cell Area, Synth at 0.0475 mm2
* Peak supply drop at 0.0786 mV
* Chip area line of the yosys report at 0.0475 mm2
* Synth Seq Share at 0.641
* Final worst-path cycle share at 0.628
* Dpl cell area at 0.0506 mm2
* WP data arrival at 8.01 ns
* Post-place setup slack at 6.88 ns
* Vias in the first global route at 30567
* CP delay by family, top: buffers and inverters
* Top non-seq family: multiplexers
* Max reg flops at 1024
* Tally of OpenROAD warnings at 26
* Final min period at 11.75 ns
* CP peak stage delay at 0.64 ns
* CTS Buf Count at 106
* Initial antenna violation count at 9
* Vias at 26624
* Simple-Gate Fraction of Synth Area at 0.0235
* Main synth FF type: edfxtp_1
* Worst EP required at 14.96 ns
* WS Path Type: primary input to output pin
* Total Wirelength at 152 mm
* Worst setup EP type: output pin
* Rel. slew slack at 0.314
* Synth unique cells at 35
* 1st-pass router iterations at 5
* Clock Root Buffer: clkbuf_16
* FF+latch count, synth at 1024
* Die span in y at 346 um
* Area of the core at 0.118 mm2
* Initial Util at 0.403
* Htree depth at 3
* Logic gate share of total power at 0.092
* Setup_tns at 0 ns
* Worst Tran Pin Value at 1.03 ns
* CTS tree: done
* YS warnings at 1
* FP Rows at 126
* Setup crit start kind: primary input
* IO Pins at 113
* Max Cap Viol at 0
* Clock Tree Buf Depth at 3
* Fin. max-slew vios at 0
* Hold_buf cts at 0
* CP bufs+invs at 5
* Status: finished clean
* Chip area at 0.120 mm2
* Clock share of power at 0.414
* Vias/cell at 6.44
* Synth Area per Inst at 20.3 um2
* Sw frac at 0.228
* Pint at 4.00 mW
* Hold Violations, Final at 0
* RePlAce Congestion at 0.862
* DP Wirelength at 84.7 mm
* Cell count after synthesis at 2343
* Port bufs at 112
* Max Fclk at 85.1 MHz
* Fillcell total at 9640
* Sink Count at 1024
* Most used cell, CP: buf_4
* XOR/XNOR Area Share at 0.00185
* Post-synth EDFFs at 992
* CP max-delay cell: buf_4
* Postcts setup bufs at 0
* Power Density at 95.7 mW/mm2
* P&R area growth vs syn at 13.9%
* Layout cell share with drive strength beyond 1 at 0.328
* Final ANT Viol Nets at 0
* Final hold slack at 3.87 ns
* Layout Cells excl Fill at 4135
* CP cell instances: buf_8 > buf_4 > buf_4 > buf_4 > mux4_2 > nor2b_1 > a211oi_1 > o31ai_1 > clkdlybuf4s50_1
* Leakage at 17.0 nW
* Largest net degree at the start of global routing at 74
* Cell area after layout at 0.0541 mm2
* CTS clk-pin slew, worst paths at 0.06 ns
* Post-cts resize count at 0
* Placed insts at 3932
* Multiplexer share at 0.257
* DR DRC count at 0
* Endpoints failing setup at 0
* GRT Overall Usage at 0.283
* CP Max Fanout at 55
* Total congestion overflow at 0
[power groups by stage]
stage | clock, mW | combinational [mW] | sequential, mW
finish | 2.14 | 0.474 | 2.56
global route | 2.26 | 0.500 | 2.56
CTS | 2.17 | 0.474 | 2.56
[cell families (layout without fill, tap and decap cells)]
| family | after synthesis | count (layout) |
|---|---|---|
| compound gates | 318 | 318 |
| xor+xnor | 10 | 10 |
| buf+inv | 213 | 435 |
| flops | 1024 | 1024 |
| mux | 578 | 578 |
| other cells | 1 | 35 |
| simple gates | 199 | 199 |
[path summary, 6_finish.rpt]
kind	from	end	slack [ns]	cells past startpoint
max	rs2[0]	rdout2[18]	6.95	9
min	wrdata[31]	x[24][31]	3.87	2
[cell usage after synthesis, types with 7 or more instances]
cell	instances	share of area
nor2b_1	65	0.0086
o22ai_1	127	0.017
xor2_1	8	0.0015
mux2i_1	63	0.013
a211o_1	63	0.012
mux4_2	511	0.24
nor2_1	32	0.0025
buf_4	13	0.0021
dfxtp_1	32	0.013
buf_2	67	0.0071
edfxtp_1	992	0.63
or3b_2	7	0.0013
buf_6	50	0.012
clkbuf_1	73	0.0058
nand3_1	67	0.0071
nand3b_1	9	0.0014
a211oi_1	63	0.010
o31ai_1	64	0.010
[per-layer routing]
metal,wire [um],GRT usage,part of all wire,vias up
met4,6140,0.0874,0.040,26
li1,-,-,-,10597
met1,44300,0.306,0.29,13460
met3,29700,0.243,0.20,364
met5,337,0.0344,0.0022,-
met2,71700,0.410,0.47,2177
[through the flow]
| step | utilization | power, mW |
|---|---|---|
| floorplan | - | 2.87 |
| global placement | 0.429 | 3.07 |
| detailed placement | 0.429 | 3.08 |
| CTS | 0.459 | 5.20 |
| global route | 0.459 | 5.32 |
| finish | 0.459 | 5.17 |
[cells in the final DEF (no fill, tap or decap), drive strengths merged, types with 47 or more instances in the layout]
master	count
mux4	511
a211o	63
o31ai	64
o22ai	127
a211oi	63
clkinv	47
mux2i	63
edfxtp	992
buf	125
clkdlybuf4s50	106
clkbuf	135
nor2b	65
nand3	67
[final cells by class]
class / count / area, um2 / share of cell area
clock buffers: 131 / 2830 / 0.0523
clock inverters: 69 / 693 / 0.0128
repair buffers: 235 / 2110 / 0.0390
multi-input cells: 1137 / 16100 / 0.298
well taps: 1536 / 1920 / 0.0355
flip-flops and latches: 1024 / 30400 / 0.563
diodes: 3 / 7.51 / 0.000139
Power figures rest on the tool's default switching activity, not on a simulated workload.
