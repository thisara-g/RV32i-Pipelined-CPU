### design/flow/config.mk
export PLATFORM = sky130hd
export DESIGN_NAME = ALU
export DESIGN_NICKNAME = ALU
export VERILOG_FILES = /design/flow/design.v
export SDC_FILE = /design/flow/constraint.sdc
export NUM_CORES = 4
export LEC_CHECK = 1
export CORE_UTILIZATION = 50
### design/flow/constraint.sdc
current_design ALU

set clk_period 15.8
set clk_io_pct 0.2

create_clock -name clk0 -period $clk_period

set non_clock_inputs [all_inputs -no_clocks]
set_input_delay [expr $clk_period * $clk_io_pct] -clock clk0 $non_clock_inputs
set_output_delay [expr $clk_period * $clk_io_pct] -clock clk0 [all_outputs]
### design/flow/design.v
`timescale 1ns / 1ps
module ALU(
    input [2:0] funct,
    input [31:0] op1, 
    input [31:0] op2, 
    input [3:0] ALUcntl, 
    output [31:0] ALUResult
    );
    wire signed [31:0] signed_op1;
    wire [31:0] and_result;
    wire [31:0] or_result;
    wire [31:0] xor_result;
    wire [31:0] lsl_result;
    wire [31:0] rsl_result;
    wire [31:0] rsa_result;
    wire [31:0] add_result;
    wire [31:0] sub_result;
    wire Cout;
    wire signed [31:0] signed_ALUResult;
    assign signed_op1 = op1;
    assign and_result = op1 & op2;
    assign or_result =  op1 | op2;
    assign xor_result = op1 ^ op2;
    assign lsl_result = op1 << op2;
    assign rsl_result = op1 >> op2;
    assign rsa_result = signed_op1 >>> op2;
    assign add_result = op1 + op2;
    assign {Cout, sub_result} = {1'b0, op1} + ~{1'b0, op2} + 1'b1;
    assign ALUResult =  (ALUcntl == 4'b0000) ?  and_result : 
                        (ALUcntl == 4'b0001) ?  or_result : 
                        (ALUcntl == 4'b0010) ?  xor_result : 
                        (ALUcntl == 4'b0011) ?  lsl_result : 
                        (ALUcntl == 4'b0100) ?  rsl_result : 
                        (ALUcntl == 4'b0101) ?  rsa_result : 
                        (ALUcntl == 4'b0110) ?  add_result : 
                        (ALUcntl == 4'b0111) ?  (funct == 3'b010) ? (sub_result[31] == 0) ? 32'h0000_0000 : 32'h0000_0001 : 
                                                (funct == 3'b011) ? (Cout == 0) ? 32'h0000_0000 : 32'h0000_0001 : 
                                                sub_result : 
                                                32'hxxxx_xxxx;
endmodule
### design/flow/run.sh
#!/bin/bash
# OpenROAD 26Q1-2900-gdf79404cd8, Yosys 0.63+post, stock flow scripts
make -C /OpenROAD-flow-scripts/flow DESIGN_CONFIG=/design/flow/config.mk WORK_HOME=/design/flow/orfs finish
==> impl_metrics.yaml <==
# generated from flow reports
floorplanning:
  io_pins: 103
  fp.dieH_um: 146.4
  dieArea_mm2: 0.02143
  core_mm2: 0.02036
  floorplan.rows: 52
  die_width_um: 146.4
  core_util_floorplan_pct: 51.20
route:
  via_per_inst: 7.382
  drt-initial-drc-count: 1944
  routed_wl_um: 55000
  drcViolationCount: 0
  drtAntennaViolNets: 0
  wire_per_inst_um: 29.15
  via_count: 13930
  first_pass_iters: 8
pwr:
  total_power_mw: 0.4313
  ir_drop_mv: 0.02514
  p_switching_mw: 0.2642
  internal_power_mw: 0.1671
  leakage_nw: 4.547
  switching_share_pct: 61.26
  power_density_mw_per_mm2: 37.52
place:
  dp_hpwl_um: 42960
  gp_congestion: 1.128
  dp_cells: 1884
  io_buffers: 103
cts:
  ctsHoldBuffers: 0
  cts.repair.resized: 0
  cts_post_setup_buffers_inserted: 0
run:
  cap_violations: 0
  warnings: 98
status:
  status: "finished, final reports clean"
synthesis:
  synth.avg_cell_area_um2: 6.500
  netlist_instances: 1604
  ys_warn_count: 0
  syn_area_mm2: 0.01043
  yosysUniqueCellTypes: 92
  synth_stat.cells: 1604
  seq_area_frac_synth_pct: 0
  yosysChipArea_mm2: 0.01043
worst_setup_path:
  start_kind: "input pin"
  cp_num_buf_inv: 4
  crit_type: "in2out"
  crit_chain: "clkdlybuf4s50_1 -> buf_4 -> clkinv_1 -> ha_1 -> a21oi_2 -> nor4b_1 -> a21o_2 -> a2111oi_2 -> nor4_1 -> a221o_1 -> o21ai_1 -> o221ai_1 -> clkdlybuf4s50_1"
  crit_slowest_cell: "nor4_1"
  crit_cells: 13
  path_delay_family: "buffers and inverters"
  crit_fanout: 43
  crit_top_cell: "clkdlybuf4s50_1"
  cp-startpoint: "op2[4]"
  arrival_ps: 8120
  critical_path.max_stage_delay_ps: 690
  end_kind: "output pin"
  crit_path_end: "ALUResult[26]"
  cp.required_ps: 12640
final_layout:
  seq_cells: 0
  syn_to_final_growth_pct: 10.26
  fill_cells: 2027
  final_cells: 1887
  drive_gt1_share_pct: 8.178
  regArea_um2: 0
  clkbuf_count: 0
grt:
  grt_start_max_net_pins: 78
  grt_pass1_vias: 12300
  grt_antenna_before_repair: 2
  grt_pass1_wl_um: 79780
  grtUsageTotal_pct: 50.67
  gr-total-overflow: 0
timing:
  setup_viol_count_final: 0
  finalCritPeriodShare_pct: 71.41
  fin_setup_tns_ps: 0
  slew_headroom_pct: 21.27
  rsz0062_at_grt: "no"
  fmax_mhz: 88.63
  max_slew.worst_pin.slew_ps: 1174
  period_minus_slack_ps: 11280
  hold_violations: 0
  slew_violations: 0
min_path:
  hp-class: "in2out"
  whs_path_depth: 5
worst min-delay path by stage:
stage | from | endpoint
after CTS | op2[3] | ALUResult[3]
after global routing | op2[3] | ALUResult[3]
final | op2[3] | ALUResult[3]
power groups by stage:
stage                 sequential [mW]  clock (mW)  combinational, mW
after CTS                           0           0              0.412
after global routing                0           0              0.452
routing by layer:
metal | vias to the layer above | routed length [um] | track usage, %
li1 | 6074 | - | -
met1 | 6426 | 21910 | 72.66
met2 | 1239 | 21660 | 69.62
met3 | 191 | 8641 | 17.32
met4 | 0 | 2794 | 19.69
met5 | - | 0 | 0
through the flow:
stage	hold WS, ps	setup slack, ps	utilization [%]	cell area [um^2]
global placement	7361	4703	56.41	11490
detailed placement	7347	4666	56.41	11490
global route	7421	4184	56.41	11490
finish	7370	4517	56.45	11500
CTS	7354	4651	56.41	11490
floorplan	6529	6413	-	10430
layout by cell type (no fill, tap or decap), types with 7 or more instances in the layout:
| master | instances |
|---|---|
| nor2_1 | 171 |
| nand2_1 | 170 |
| a21oi_1 | 161 |
| o21ai_0 | 121 |
| clkdlybuf4s50_1 | 99 |
| ha_1 | 97 |
| inv_1 | 96 |
| nor3_1 | 55 |
| mux2i_1 | 55 |
| buf_4 | 39 |
| nand3_1 | 37 |
| a211oi_1 | 37 |
| mux4_2 | 37 |
| o211ai_1 | 28 |
| a221oi_1 | 22 |
| a31oi_1 | 21 |
| o31ai_1 | 20 |
| o22ai_1 | 20 |
| nor4_1 | 19 |
| nor2b_1 | 18 |
| nand2b_1 | 16 |
| a21o_1 | 16 |
| nand4_1 | 14 |
| a221o_1 | 13 |
| o221ai_1 | 13 |
| mux2_2 | 13 |
| a211o_1 | 12 |
| o21a_1 | 10 |
| a22oi_1 | 10 |
| and3_1 | 9 |
| o21bai_1 | 9 |
| o2111ai_1 | 8 |
| or3_1 | 8 |
| and2_1 | 8 |
| o41ai_1 | 7 |
kinds of logic (layout without fill, tap and decap cells):
kind of cell / after synthesis / in the layout / synth area share, %
AND-OR/OR-AND: 607 / 607 / 39.09
XOR/XNOR: 7 / 7 / 0.5880
buffers and inverters: 231 / 241 / 9.204
multiplexers: 106 / 106 / 14.82
AND/OR/NAND/NOR: 554 / 554 / 24.28
adder cells (fa/ha/maj): 99 / 99 / 12.02
other: 0 / 3 / 0
Yosys cell counts (21+ instances only):
| master | number | area share, % |
|---|---|---|
| mux2i_1 | 55 | 5.3 |
| clkbuf_1 | 76 | 2.7 |
| inv_1 | 96 | 3.5 |
| a21oi_1 | 161 | 7.7 |
| ha_1 | 97 | 12 |
| a221oi_1 | 22 | 1.8 |
| a31oi_1 | 21 | 1.3 |
| nor3_1 | 55 | 2.6 |
| o211ai_1 | 28 | 2.0 |
| buf_2 | 26 | 1.2 |
| a211oi_1 | 37 | 2.7 |
| mux4_2 | 37 | 8.0 |
| nand2_1 | 170 | 6.1 |
| nor2_1 | 175 | 6.3 |
| o21ai_0 | 121 | 5.8 |
| nand3_1 | 37 | 1.8 |
layout make-up:
type / count / area [um^2] / share of cell area (%)
Timing Repair Buffer: 141 / 1299 / 11.30
Tap cell: 270 / 337.8 / 2.939
Antenna cell: 3 / 7.507 / 0.06530
Inverter: 100 / 375.4 / 3.265
Multi-Input combinational cell: 1373 / 9477 / 82.43
Power figures rest on the tool's default switching activity, not on a simulated workload.
