<file path="flow/run.sh">
#!/bin/bash
# OpenROAD 26Q1-2900-gdf79404cd8, Yosys 0.63+post, stock flow scripts
make -C /OpenROAD-flow-scripts/flow DESIGN_CONFIG=/design/flow/config.mk WORK_HOME=/design/flow/orfs finish
</file>
<file path="flow/config.mk">
export PLATFORM = sky130hd
export DESIGN_NAME = branchALU
export DESIGN_NICKNAME = branchALU
export VERILOG_FILES = /design/flow/design.v
export SDC_FILE = /design/flow/constraint.sdc
export NUM_CORES = 4
export LEC_CHECK = 1
export CORE_AREA = 10 10 104 104
export DIE_AREA = 0 0 114 114
</file>
<file path="flow/constraint.sdc">
current_design branchALU

set clk_period 10.8
set clk_io_pct 0.2

create_clock -name clk0 -period $clk_period

set non_clock_inputs [all_inputs -no_clocks]
set_input_delay [expr $clk_period * $clk_io_pct] -clock clk0 $non_clock_inputs
set_output_delay [expr $clk_period * $clk_io_pct] -clock clk0 [all_outputs]
</file>
<file path="flow/design.v">
`timescale 1ns / 1ps
module branchALU(
	input [6:0] ID_opcode, 
	input [2:0] funct,
    input [31:0] op1, 
    input [31:0] op2, 
    output ExeBranch
    );
    wire [31:0] sub_result;
    wire Cout;
    wire [31:0] BEQ;
    wire [31:0] BNE;
    wire [31:0] BLT;
    wire [31:0] BGE;
    wire [31:0] BLTU;
    wire [31:0] BGEU;
    assign {Cout, sub_result} = {1'b0, op1} + ~{1'b0, op2} + 1'b1;
    assign BEQ = (sub_result == 32'b0) ? 32'h0000_0001 : 32'h0000_0000;
    assign BNE = (sub_result != 32'b0) ? 32'h0000_0001 : 32'h0000_0000;
    assign BLT = (sub_result[31] == 1'b1) ? 32'h0000_0001 : 32'h0000_0000;
    assign BGE = (sub_result[31] == 1'b0) ? 32'h0000_0001 : 32'h0000_0000;
    assign BLTU = (Cout == 1) ? 32'h0000_0001 : 32'h0000_0000;
    assign BGEU = (Cout == 0) ? 32'h0000_0001 : 32'h0000_0000;
    assign ExeBranch =  ((ID_opcode == 7'b1100011) && (funct == 3'b000)) ? BEQ[0] : 
                        ((ID_opcode == 7'b1100011) && (funct == 3'b001)) ? BNE[0] : 
                        ((ID_opcode == 7'b1100011) && (funct == 3'b100)) ? BLT[0] : 
                        ((ID_opcode == 7'b1100011) && (funct == 3'b101)) ? BGE[0] : 
                        ((ID_opcode == 7'b1100011) && (funct == 3'b110)) ? BLTU[0] : 
                        ((ID_opcode == 7'b1100011) && (funct == 3'b111)) ? BGEU[0] : 1'b0;
endmodule
</file>
==> report_table.html <==
<h2>Implementation results</h2>
<table>
<tr><th>Metric</th><th>Value</th></tr>
<tr><th colspan="2">Run status</th></tr>
<tr><td>Result of the run</td><td>completed</td></tr>
<tr><th colspan="2">Power and ir drop</th></tr>
<tr><td>P_int</td><td>76.83 uW</td></tr>
<tr><td>Net Switching</td><td>85.16 uW</td></tr>
<tr><td>Leakage</td><td>1.335 nW</td></tr>
<tr><td>Sequential cell fraction of total power</td><td>0%</td></tr>
<tr><td>Power Dens Cells</td><td>between 50 and 60 nW/um2</td></tr>
<tr><td>Worst vdd rail ir drop</td><td>0.01719 mV</td></tr>
<tr><td>Clk pwr share</td><td>0%</td></tr>
<tr><td>Net Sw Frac</td><td>~53%</td></tr>
<tr><td>Combinational share of power</td><td>100.0%</td></tr>
<tr><th colspan="2">GRT</th></tr>
<tr><td>Pin count of the biggest net entering global routing</td><td>17</td></tr>
<tr><td>Wire length of the first global-routing pass</td><td>roughly 12000 um</td></tr>
<tr><td>All-Layer GR Usage</td><td>10.41%</td></tr>
<tr><td>Number of global-route vias before repair</td><td>2524</td></tr>
<tr><td>Remaining global-route overflow</td><td>0</td></tr>
<tr><td>Initial antenna violation count</td><td>0</td></tr>
<tr><th colspan="2">Place</th></tr>
<tr><td>Total of buffers placed on input and output ports</td><td>roughly 75</td></tr>
<tr><td>Placed wire-length estimate</td><td>6297 um</td></tr>
<tr><td>RePlAce Congestion</td><td>0.8926</td></tr>
<tr><td>Placement Setup Slack</td><td>2.551 ns</td></tr>
<tr><th colspan="2">Critical path</th></tr>
<tr><td>Required time of the critical path</td><td>between 8 and 9 ns</td></tr>
<tr><td>Arrival @ worst endpoint</td><td>slightly above 6 ns</td></tr>
<tr><td>Category of the critical setup timing path</td><td>in -&gt; out</td></tr>
<tr><td>Capturing element type of the critical path</td><td>output pin</td></tr>
<tr><td>CP max FO</td><td>5</td></tr>
<tr><td>Startpoint types</td><td>input port</td></tr>
<tr><th colspan="2">Route</th></tr>
<tr><td>Number of search-and-repair iterations in the first detailed-routing pass</td><td>4</td></tr>
<tr><td>Aggregate routed wire length</td><td>7122 um</td></tr>
<tr><td>Routed wire per std cell</td><td>roughly 13 um</td></tr>
<tr><td>Number of design rule violations left after detail routing</td><td>0</td></tr>
<tr><td>Starting DRC count in detailed routing</td><td>105</td></tr>
<tr><td>Post-route ant nets</td><td>0</td></tr>
<tr><td>Total number of vias</td><td>2777</td></tr>
<tr><td>Post-DR vias/cell</td><td>around 5.2</td></tr>
<tr><td>Antenna diode count</td><td>0</td></tr>
<tr><th colspan="2">Timing</th></tr>
<tr><td>Final setup violating endpoints</td><td>0</td></tr>
<tr><td>Actual transition at the worst max-transition pin</td><td>about 0.56 ns</td></tr>
<tr><td>Total count of hold-check failures in the final report</td><td>0</td></tr>
<tr><td>FMAX</td><td>between 100 and 150 MHz</td></tr>
<tr><td>Count of final max-slew check failures</td><td>0</td></tr>
<tr><td>Worst Slack Setup Final</td><td>2.571 ns</td></tr>
<tr><td>Total negative setup slack</td><td>0 ns</td></tr>
<tr><td>Final cycle utilization of the critical path</td><td>approximately three quarters</td></tr>
<tr><td>Setup repair after global routing missed its margin</td><td>no</td></tr>
<tr><td>Fin crit period</td><td>8.229 ns</td></tr>
<tr><td>Worst slew margin relative to its limit</td><td>61.49%</td></tr>
<tr><th colspan="2">Die</th></tr>
<tr><td>DIE AREA</td><td>13000 um2</td></tr>
<tr><td>Floorplan Utilization</td><td>26.60%</td></tr>
<tr><td>Die X-Extent</td><td>114 um</td></tr>
<tr><td>Std-Cell Rows</td><td>34</td></tr>
<tr><td>Die Span Y</td><td>~110 um</td></tr>
<tr><td>I/O pin cnt</td><td>75</td></tr>
<tr><td>Placeable Area</td><td>8678 um2</td></tr>
<tr><th colspan="2">Yosys</th></tr>
<tr><td>Synthesized instance count</td><td>358</td></tr>
<tr><td>Number of unique standard cell types used by synthesis</td><td>64</td></tr>
<tr><td>Summed instance area of the synthesized netlist</td><td>approximately 2300 um2</td></tr>
<tr><td>Part of the Yosys area used for sequential elements</td><td>0%</td></tr>
<tr><td>Area figure in the yosys stat output</td><td>~2300 um2</td></tr>
<tr><td>Avg Synthesized Cell Area</td><td>6.448 um2</td></tr>
<tr><td>Cell count listed in synth_stat.txt</td><td>358</td></tr>
<tr><td>Number of warning messages in the yosys log</td><td>0</td></tr>
<tr><th colspan="2">Clocking</th></tr>
<tr><td>Number of gates given a new drive strength after cts</td><td>0</td></tr>
<tr><td>Post-CTS setup buffer count</td><td>0</td></tr>
<tr><td>Number of buffers inserted by hold repair at cts</td><td>0</td></tr>
<tr><th colspan="2">Job</th></tr>
<tr><td>Tool Warnings</td><td>32</td></tr>
<tr><td>Tally of max-capacitance violations</td><td>0</td></tr>
<tr><th colspan="2">Cells and area</th></tr>
<tr><td>Area taken by flip-flops and latches</td><td>0 um2</td></tr>
<tr><td>Filler cell count</td><td>941</td></tr>
<tr><td>Share of cells above drive strength 1</td><td>3.538%</td></tr>
<tr><td>Area growth from synthesis to final layout</td><td>36.42%</td></tr>
<tr><td>Final sequential cell count</td><td>0</td></tr>
<tr><td>Clkbuf count</td><td>0</td></tr>
<tr><th colspan="2">Hold path</th></tr>
<tr><td>Class of the worst hold path</td><td>in -&gt; out</td></tr>
</table>
[synth_stat cells, types with 10 or more instances]
library cell / instances / share of area [%]
sky130_fd_sc_hd__nand4_1: 10 / 2.7
sky130_fd_sc_hd__nand3_1: 13 / 2.8
sky130_fd_sc_hd__nor3_1: 10 / 2.2
sky130_fd_sc_hd__nand2_1: 34 / 5.5
sky130_fd_sc_hd__a21oi_1: 30 / 6.5
sky130_fd_sc_hd__ha_1: 32 / 17
sky130_fd_sc_hd__nor2_1: 29 / 4.7
sky130_fd_sc_hd__o21ai_0: 13 / 2.8
sky130_fd_sc_hd__o21ai_1: 11 / 2.4
sky130_fd_sc_hd__inv_1: 44 / 7.2
[worst paths after layout]
path / slack (ns) / to / from / cells past startpoint
setup / recovery: 2.57 / ExeBranch / op2[3] / 14
hold / removal: 5.37 / ExeBranch / ID_opcode[1] / 6
[layout make-up]
class                           count  area, um2  share of cell area (%)
Multi-Input combinational cell    305       2098                   66.63
Tap cell                          108      135.1                   4.291
Timing Repair Buffer               75      750.7                   23.84
Inverter                           44      165.2                   5.244
[logic make-up (layout without fill, tap and decap cells)]
logic type,after synthesis,in the layout,share of synthesized area [%]
AND-OR/OR-AND,122,122,36.32
XOR/XNOR,8,8,3.035
adder cells (fa/ha/maj),33,33,18.21
buffers and inverters,53,119,9.106
multiplexers,9,9,4.065
AND/OR/NAND/NOR,133,133,29.27
[metrics by stage]
| stage | utilization (%) | instance area [um2] | power [mW] | hold WS (ns) | std cells |
|---|---|---|---|---|---|
| final | 36.29 | 3149 | 0.1620 | 5.371 | 532 |
| after global routing | 36.29 | 3149 | 0.1813 | 5.432 | 532 |
| after CTS | 36.29 | 3149 | 0.1623 | 5.387 | 532 |
| after global placement | 36.29 | 3149 | 0.1612 | 5.381 | 532 |
| after floorplan | - | 2308 | 0.1093 | 4.345 | 358 |
| after detailed placement | 36.29 | 3149 | 0.1614 | 5.386 | 532 |
[power by group through the flow]
stage                 registers [mW]  logic (mW)  clock network (mW)
after CTS                          0       0.162                   0
after global routing               0       0.181                   0
final                              0       0.162                   0
[cell usage in the layout (no fill, tap or decap), types with 3 or more instances in the layout]
cell type / Yosys / layout
sky130_fd_sc_hd__a211oi_1: 5 / 5
sky130_fd_sc_hd__a21o_1: 7 / 7
sky130_fd_sc_hd__a21oi_1: 30 / 30
sky130_fd_sc_hd__a31oi_1: 7 / 7
sky130_fd_sc_hd__and3_1: 7 / 7
sky130_fd_sc_hd__clkdlybuf4s50_1: 0 / 75
sky130_fd_sc_hd__ha_1: 32 / 32
sky130_fd_sc_hd__inv_1: 44 / 44
sky130_fd_sc_hd__mux2i_1: 6 / 6
sky130_fd_sc_hd__nand2_1: 34 / 34
sky130_fd_sc_hd__nand3_1: 13 / 13
sky130_fd_sc_hd__nand3b_1: 3 / 3
sky130_fd_sc_hd__nand4_1: 10 / 10
sky130_fd_sc_hd__nor2_1: 29 / 29
sky130_fd_sc_hd__nor2_2: 3 / 3
sky130_fd_sc_hd__nor2b_1: 3 / 3
sky130_fd_sc_hd__nor3_1: 10 / 10
sky130_fd_sc_hd__nor4_1: 3 / 3
sky130_fd_sc_hd__o21a_1: 7 / 7
sky130_fd_sc_hd__o21ai_0: 13 / 13
sky130_fd_sc_hd__o21ai_1: 11 / 11
sky130_fd_sc_hd__o22ai_1: 3 / 3
sky130_fd_sc_hd__o31ai_1: 7 / 7
sky130_fd_sc_hd__or3_1: 7 / 7
sky130_fd_sc_hd__xnor2_1: 4 / 4
sky130_fd_sc_hd__xor2_1: 4 / 4
[critical path: stages]
cell	delay, ns
sky130_fd_sc_hd__clkdlybuf4s50_1	0.45
sky130_fd_sc_hd__inv_1	0.04
sky130_fd_sc_hd__ha_1	0.35
sky130_fd_sc_hd__o211ai_2	0.13
sky130_fd_sc_hd__a21o_4	0.22
sky130_fd_sc_hd__and3_1	0.14
sky130_fd_sc_hd__o31ai_1	0.25
sky130_fd_sc_hd__mux2_1	0.36
sky130_fd_sc_hd__a2111oi_2	0.35
sky130_fd_sc_hd__or4b_1	0.49
sky130_fd_sc_hd__nor4b_2	0.29
sky130_fd_sc_hd__nand4_1	0.15
sky130_fd_sc_hd__mux2i_1	0.18
sky130_fd_sc_hd__clkdlybuf4s50_1	0.50
[metal layers]
layer	vias up	routed length, um	track usage (%)
met4	0	0	0
li1	1475	-	-
met5	-	0	0
met3	0	339	0.7974
met2	53	3478	17.73
met1	1249	3304	14.85
Power and IR drop assume default switching activity.
